--- /design/flow/constraint.sdc ---
current_design InstructionFetch

set clk_period 9.3
set clk_io_pct 0.2

create_clock -name clk0 -period $clk_period [get_ports {clk}]

set non_clock_inputs [all_inputs -no_clocks]
set_input_delay [expr $clk_period * $clk_io_pct] -clock clk0 $non_clock_inputs
set_output_delay [expr $clk_period * $clk_io_pct] -clock clk0 [all_outputs]
--- /design/flow/design.v ---
module InstructionFetch (clk, Wait, Stall, Flush, reset, Instruction1i, Instruction2i, Instruction1, Instruction2, PC1, PC2, PCBranch, missback, BlockTag, done, miss, BlockHere);
input logic clk, Wait, Stall, Flush, reset, missback;
input logic [0:31] Instruction1i;
input logic [0:31] Instruction2i;
input logic [0:31] PCBranch;
input logic [0:9] BlockHere;
output logic done, miss;
output logic [0:31] Instruction1;
output logic [0:31] Instruction2;
output logic [0:31] PC1;
output logic [0:31] PC2;
output logic [0:9] BlockTag;
logic [0:31] PC;
logic State;
always_ff @(posedge clk) begin
if ((miss == 1 ) & (Instruction1i[0:10] != 11'b00011111111) &(Instruction2i[0:10] != 11'b00011111111)) begin
Instruction1 <= 32'h1FFFFFFF;
Instruction2 <= 32'h1FFFFFFF;
end
else begin
Instruction1 <= Instruction1i;
Instruction2 <= Instruction2i;
end
end
always_comb begin
PC1 = PC;
PC2 = PC+32'd4;
end
always_ff @(posedge clk) begin
case (State)
	1'b0 : begin
	if (reset == 1) begin
		State <= 1;
		PC <= 0;
		miss <= 1;
		done <= 0;
		BlockTag <= 10'd0;
	end
	else if (Stall == 1 | Wait ==1 ) begin
		State <= 0;
		PC <= PC;
		miss <=0;
		done <= 0;
		BlockTag <= BlockTag;
	end
	else if (Flush == 1) begin
		done <= 0;
		if (PCBranch[15:24]  == PC[15:24] ) begin
			State <= 0;
			PC <= PCBranch;
			miss <= 0;
			BlockTag <= BlockTag;
		end
		else begin
			State <= 1;
			miss <= 1;
			PC <= PC;
			BlockTag <= PCBranch[15:24];
		end
	end
	else if (Instruction1i[0:10] == 11'b00000000000 | Instruction2i[0:10] == 11'b00000000000) begin
		State <= 0;
		PC <= PC;
		miss <=0;
		done <= 1;
		BlockTag <= BlockTag;
	end
	else if (Instruction1i[0:10] == 11'b00011111111) begin
		State <= 1;
		done <= 0;
		miss <= 1;
		PC <= {15'd0,Instruction1i[11:20],7'd0};
		BlockTag <= Instruction1i[11:20];
	end
	else if ( Instruction2i[0:10] == 11'b00011111111) begin
		State <= 1;
		done <= 0;
		miss <= 1;
		PC <= PC;
		BlockTag <= {15'd0,Instruction2i[11:20],7'd0};
	end
	else if ( PC[25:29] == 5'b11111) begin
		State <= 1;
		done <= 0;
		miss <= 1;
		PC <= PC+32'd8;
		BlockTag <= PC[15:24] + 10'd1;
	end
	else begin
		BlockTag <= BlockTag;
		State <= 0;
		PC <= PC + 32'd8;
		miss <= 0;
		done <= 0;
	end
	end
	1'b1: begin
	if (reset == 1) begin
		State <= 1;
		PC <= 0;
		miss <= 1;
		done <= 0;
		BlockTag <= 10'd0;
	end
	else if ( Flush == 1) begin
		done <= 0;
		if (PCBranch[15:24]  == PC[15:24] ) begin
			State <= 0;
			PC <= PCBranch;
			miss <= 0;
			BlockTag <= BlockTag;
		end
		else begin
			State <= 0;
			miss <= 1;
			PC <= PC;
			BlockTag <= PCBranch[15:24];
		end
	end
	else begin
		BlockTag <= BlockTag;
		if ((miss == 1) & (missback == 1) & (BlockHere == BlockTag)) begin
			State <= 0;
			done <=0;
			miss <= 0;
			PC <= PC+32'd8;
		end
		else begin 
			State <= 1;
			done <=0;
			miss <= 1;
			PC <= PC;
		end
	end
	end
	default : begin
	State <= 1;
	PC <= 0;
	miss <= 1;
	done <= 0;
	BlockTag <= 32'd0;
	end
endcase
end
endmodule
--- /design/flow/run.sh ---
#!/bin/bash
# OpenROAD 26Q1-2900-gdf79404cd8, Yosys 0.63+post, stock flow scripts
make -C /OpenROAD-flow-scripts/flow DESIGN_CONFIG=/design/flow/config.mk WORK_HOME=/design/flow/orfs finish
--- /design/flow/config.mk ---
export PLATFORM = sky130hd
export DESIGN_NAME = InstructionFetch
export DESIGN_NICKNAME = InstructionFetch
export VERILOG_FILES = /design/flow/design.v
export SDC_FILE = /design/flow/constraint.sdc
export NUM_CORES = 4
export LEC_CHECK = 1
export CORE_UTILIZATION = 30
==> flow_metrics.env <==
# physical design summary
export IMPL_outcome="completed"
export IMPL_route_vias_total=5524
export IMPL_internal_power_uw=894
export IMPL_chipWidth_um=141
export IMPL_cts_setup_buffers=0
export IMPL_route_final_wire_length_um=20700
export IMPL_rsz0062_at_grt="false"
export IMPL_ys_warn_count=1
export IMPL_ctsHoldBuffers=0
export IMPL_boundaryPins=252
export IMPL_clock_power_share_pct=32.0
export IMPL_worstPathMaxFanout=14
export IMPL_overall_chip_area_um2=19900
export IMPL_stdcell_count=1106
export IMPL_ys_sh_mux_pct=2.59
export IMPL_layout_area_overhead_vs_synth_pct=51.4
export IMPL_period_used_pct=56.2
export IMPL_maxCapViolCount=0
export IMPL_synthArstFlopShare_pct=0
export IMPL_timing_critical_path_from_type="flop"
export IMPL_drt_first_iter_violations=359
export IMPL_number_of_global_route_vias_before_repair=5159
export IMPL_post_synth_main_logic_family="simple AND/OR/NAND/NOR gates"
export IMPL_power_share_switching_pct=28.0
export IMPL_place_inst=1090
export IMPL_finalInstanceArea_um2=8780
export IMPL_clock_latency_late_pin_ns=0.35
export IMPL_wl_per_cell_um=18.7
export IMPL_share_of_layout_cells_above_drive_strength_1_pct=4.73
export IMPL_timing_setup_tns_ns=0
export IMPL_synth_lib_cells_used_distinct=59
export IMPL_final_antenna_net_count=0
export IMPL_openroad_warnings=25
export IMPL_initial_utilization_pct=30.8
export IMPL_crit_arrival_ns=3.37
export IMPL_clock_skew_ns=0.00933
export IMPL_critical_path_class="reg2out"
export IMPL_viasPerCell=4.99
export IMPL_cts_made_buffers=9
export IMPL_critPathMaxStageDelay_ns=0.72
export IMPL_cts_htree_levels=3
export IMPL_clk_pin_slew_ns=0.08
export IMPL_power_net_switching_uw=348
export IMPL_synth_cellmix_xorXnorShare_pct=8.76
export IMPL_clock_fmax_mhz=191
export IMPL_p_comb_share_pct=20.1
export IMPL_drt_pass1_iter_count=5
export IMPL_core_rowCount=50
export IMPL_ys_area_um2=5800
export IMPL_clk_sink_count=109
export IMPL_synth_cells_most_frequent="67 x sky130_fd_sc_hd__dfxtp_1, 62 x sky130_fd_sc_hd__nand2b_1, 42 x sky130_fd_sc_hd__edfxtp_1, 42 x sky130_fd_sc_hd__nor2_1, 39 x sky130_fd_sc_hd__nand2_1"
export IMPL_post_synth_ao_oa_area_fraction_pct=11.8
export IMPL_topCellsByArea="sky130_fd_sc_hd__dfxtp_1 23%, sky130_fd_sc_hd__edfxtp_1 22%, sky130_fd_sc_hd__nand2b_1 6.7%, sky130_fd_sc_hd__xor2_1 5.4%, sky130_fd_sc_hd__xnor2_1 3.3%"
export IMPL_global_route_usage_total_pct=21.1
export IMPL_worstPathRequired_ns=7.44
export IMPL_post_route_drc_count=0
export IMPL_ys_ff=109
export IMPL_max_clock_path_buffers=2
export IMPL_grt_pass1_wl_um=31100
export IMPL_grt_start_max_net_pins=65
export IMPL_slowest_stage="sky130_fd_sc_hd__edfxtp_1"
export IMPL_finalMaxSlewViolations=0
export IMPL_post_cts_resize_count=0
export IMPL_hold_path_class="reg2reg"
export IMPL_top_area_cell="sky130_fd_sc_hd__dfxtp_1"
export IMPL_place_area_um2=8470
export IMPL_cts_root_buf="sky130_fd_sc_hd__clkbuf_16"
export IMPL_worst_slew_pin_slew_ns=1.00
export IMPL_synthesis_area_per_instance_um2=9.46
export IMPL_finalWeightedCongestion=0.880
export IMPL_antenna_diode_count=0
export IMPL_worstPathBufferInverterCount=1
export IMPL_number_of_antenna_violations_at_the_first_check_in_global_routing=0
export IMPL_postSynth_topFlopCell="sky130_fd_sc_hd__dfxtp_1"
export IMPL_fin_total_pwr_uw=1240
export IMPL_ys_cells=613
export IMPL_synth_top_cell_area_share_pct=23.1
export IMPL_netlist_top_cell_by_instances="sky130_fd_sc_hd__dfxtp_1"
export IMPL_seq_area_frac_synth_pct=44.9
export IMPL_finalSetupViolations=0
export IMPL_leakagePower_uw=0.00306
export IMPL_final_period_minus_worst_setup_slack_ns=5.23
export IMPL_grt_total_ovfl=0
export IMPL_family_with_the_most_delay_on_the_worst_path="simple AND/OR/NAND/NOR gates"
export IMPL_io_buffers=251
export IMPL_synthSimpleGateAreaFrac_pct=26.3
export IMPL_seqPwrFrac_pct=47.9
export IMPL_fillCellCount=1768
export IMPL_syn_inst=613
export IMPL_tritoncts="done"
export IMPL_path_cells="ha_1 -> nand4_1 -> or3_1 -> nor3_1 -> nand2_1 -> xnor2_1 -> clkdlybuf4s50_1"
export IMPL_timing_slew_headroom_pct=32.6
export IMPL_syn_cell_area_um2=5800
export IMPL_report_final_hold_viol_count=0
export IMPL_enable_flop_cells=42
export IMPL_die_h_um=141
export IMPL_adder_share_pct=0.863
export IMPL_ir_worst_vdd_v=0.0000901
export IMPL_crit_end_element="output port"
export IMPL_cellPowerDensity_nw_per_um2=141
export IMPL_core_region_area_um2=18800
export IMPL_hpwlAfterDp_um=15600
==> cell usage in the layout, fill, tap and decap left out, types with 8 or more instances in the layout <==
cell type                         count
sky130_fd_sc_hd__dfxtp_1             67
sky130_fd_sc_hd__or3_1               11
sky130_fd_sc_hd__nand2b_1            62
sky130_fd_sc_hd__xnor2_1             22
sky130_fd_sc_hd__nand2_1             38
sky130_fd_sc_hd__clkbuf_16            9
sky130_fd_sc_hd__nand4_1             25
sky130_fd_sc_hd__o21ai_0             20
sky130_fd_sc_hd__nor2_1              42
sky130_fd_sc_hd__xor2_1              36
sky130_fd_sc_hd__nand3_1             23
sky130_fd_sc_hd__o22ai_1              9
sky130_fd_sc_hd__a21oi_1             20
sky130_fd_sc_hd__nor4_1              19
sky130_fd_sc_hd__a21o_1               9
sky130_fd_sc_hd__inv_1               12
sky130_fd_sc_hd__clkdlybuf4s50_1    251
sky130_fd_sc_hd__nor3_1              14
sky130_fd_sc_hd__edfxtp_1            42
sky130_fd_sc_hd__buf_4                8
sky130_fd_sc_hd__mux2i_1             15
==> logic make-up after synthesis <==
group           after synthesis
fa+ha+maj                     4
flops                       109
buf+inv                      54
xor+xnor                     58
mux                          15
compound gates              101
simple gates                272
==> final timing paths <==
kind / slack [ns] / from / cells after the start / end
worst min-delay path: 0.69 / PC[31] / 2 / PC[31]
worst max-delay path: 4.07 / PC[29] / 7 / PC2[3]
worst max register to register: 6.19 / PC[17] / 6 / PC[12]
worst min register to register: 0.69 / PC[31] / 2 / PC[31]
==> worst reg2reg max path: cells and delay by family (launching register included) <==
kind                   cells  cell delay [ns]
buffers and inverters      1             0.40
AND/OR/NAND/NOR            2             1.17
XOR/XNOR                   1             0.25
AND-OR/OR-AND              2             0.45
flip-flops                 1             0.60
==> registers in the layout, indices dropped and copies added, names as in the netlist <==
register and cells:
State 1, done 1, Instruction1 32, Instruction2 32
BlockTag 10, PC 32, miss 1
==> power groups by stage <==
stage / Sequential (µW) / Combinational, µW / Clock (µW)
CTS: 595 / 254 / 408
global route: 602 / 272 / 426
finish: 595 / 250 / 397
==> area by class of cell <==
class	instances	area [µm²]	area share, %
repair buffers	259	2570	29.3
multi-input cells	450	2930	33.3
inverters	12	45.0	0.513
flip-flops and latches	109	2600	29.6
well taps	260	325	3.70
clock inverters	7	83.8	0.955
clock buffers	9	225	2.56
==> through the flow <==
stage	hold WS, ns	util, %	setup slack (ns)
finish	0.688	46.6	4.07
global route	0.724	46.6	3.77
CTS	0.697	46.6	4.04
detailed placement	0.674	45.0	4.45
global placement	0.666	45.0	4.48
floorplan	0.573	-	4.56
==> layer usage <==
layer	GRT usage, %	wire [µm]
met3	3.63	1430
met2	35.6	10100
met4	2.46	262
met1	29.9	8930
met5	0	0
No activity file was given, so power comes from the tool's default toggle rates.
